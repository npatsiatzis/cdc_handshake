`flow/design.v`:
```
`default_nettype none
module cdc_4_phase
    #
    (
        parameter int G_STAGES = 2,
        parameter int G_WIDTH   = 4
    )
    (
        input logic i_clk_A,
        input logic i_rst_A,
        input logic i_ready_A,
        input logic [G_WIDTH - 1 : 0] i_data_A,
        output logic o_busy_A,
        input logic i_clk_B,
        input logic i_rst_B,
        output logic o_busy_B,
        output logic [G_WIDTH - 1 : 0] o_data_B,
        output logic f_busy_A_prev,
        output logic r_req_sync,
        output logic f_req_sync_prev
    );
    typedef enum logic [1 : 0] {REQ_ASSERT,REQ_DEASSERT,END_TRANSACTION} states_tx_t;
    typedef enum logic {ACK_ASSERT,ACK_DEASSERT} states_rx_t;
    states_tx_t state_TX;
    states_rx_t state_RX;
    logic r_req;
    logic r_ack;
    logic r_ack_sync  ;
    logic f_ack_sync_prev  ;
    ff_synchronizer #(.G_STAGES(G_STAGES)) sync_chain_B2A (
        .i_clk(i_clk_A),
        .i_rst(i_rst_A),
        .i_async(r_ack),
        .o_sync(r_ack_sync)
    );
    always_ff @(posedge i_clk_A) begin : handshake_A
        if(i_rst_A) begin
            state_TX <= REQ_ASSERT;
            o_busy_A <= 1'b1;
            r_req <= 1'b0;
            f_busy_A_prev <= 1'b0;
            f_ack_sync_prev <= 1'b0;
        end else begin
            f_busy_A_prev <= o_busy_A;
            f_ack_sync_prev <= r_ack_sync;
            case (state_TX)
                REQ_ASSERT : begin
                    o_busy_A <= 1'b0;
                    if (i_ready_A) begin
                        o_busy_A <= 1'b1;
                        r_req <= 1'b1;
                        state_TX <= REQ_DEASSERT;
                    end
                end
                REQ_DEASSERT :
                    if (r_ack_sync) begin
                        r_req <= 1'b0;
                        state_TX <= END_TRANSACTION;
                    end
                END_TRANSACTION :
                    if( !r_ack_sync) begin
                        o_busy_A <= 1'b0;
                        state_TX <= REQ_ASSERT;
                    end
                default :
                    state_TX <= REQ_ASSERT;
            endcase
        end
    end
    ff_synchronizer #(.G_STAGES(G_STAGES)) sync_chain_A2B (
        .i_clk(i_clk_B),
        .i_rst(i_rst_B),
        .i_async(r_req),
        .o_sync(r_req_sync)
    );
    always_ff @(posedge i_clk_B) begin : handshake_B
        if(i_rst_B) begin
            state_RX <= ACK_DEASSERT;
            r_ack <= 1'b0;
            o_busy_B <= 1'b0;
            o_data_B <= '0;
            f_req_sync_prev <= 1'b0;
        end else begin
            o_busy_B <= 1'b0;
            f_req_sync_prev <= r_req_sync;
            case (state_RX)
                ACK_ASSERT :
                    if (r_req_sync) begin
                        o_busy_B <= 1'b1;
                        state_RX <= ACK_DEASSERT;
                        r_ack <= 1'b1;
                        o_data_B <= i_data_A;
                    end
                ACK_DEASSERT : begin
                    o_busy_B <= 1'b1;
                    if( !r_req_sync) begin
                        o_busy_B <= 1'b0;
                        state_RX <= ACK_ASSERT;
                        r_ack <= 1'b0;
                    end
                end
                default :
                    state_RX <= ACK_ASSERT;
            endcase
        end
    end
endmodule : cdc_4_phase 
`default_nettype none
module ff_synchronizer
    #
    (
        parameter int G_STAGES = 2
    )
    (
        input logic  i_clk,
        input logic  i_rst,
        input logic  i_async,
        output logic o_sync
    );
    logic [G_STAGES - 1 : 0] r_sync;
    always_ff @(posedge i_clk) begin : sync_chain
        if(i_rst) begin
            r_sync <= '0;
        end else begin
            r_sync <= {r_sync[G_STAGES - 2 : 0], i_async};
        end
    end
    assign o_sync = r_sync[G_STAGES - 1];
endmodule : ff_synchronizer
```
`flow/run.sh`:
```
#!/bin/bash
# OpenROAD 26Q1-2900-gdf79404cd8, Yosys 0.63+post, stock flow scripts
make -C /OpenROAD-flow-scripts/flow DESIGN_CONFIG=/design/flow/config.mk WORK_HOME=/design/flow/orfs finish
```
`flow/config.mk`:
```
export PLATFORM = sky130hd
export DESIGN_NAME = cdc_4_phase
export DESIGN_NICKNAME = cdc_4_phase
export VERILOG_FILES = /design/flow/design.v
export SDC_FILE = /design/flow/constraint.sdc
export NUM_CORES = 4
export LEC_CHECK = 1
export CORE_AREA = 10 10 84 84
export DIE_AREA = 0 0 94 94
```
`flow/constraint.sdc`:
```
current_design cdc_4_phase

set clk_period 1.4
set clk_io_pct 0.2

create_clock -name clk0 -period $clk_period [get_ports {i_clk_A}]
create_clock -name clk1 -period $clk_period [get_ports {i_clk_B}]

set non_clock_inputs [all_inputs -no_clocks]
set_input_delay [expr $clk_period * $clk_io_pct] -clock clk0 $non_clock_inputs
set_output_delay [expr $clk_period * $clk_io_pct] -clock clk0 [all_outputs]
```
==> qor.csv <==
stage,metric,value,unit
logic_synthesis,syn_inst,55,
pwr,cellPowerDensity,1273,mW/mm²
routing,drtIter0Drc,6,
min_path,hold_depth,1,
logic_synthesis,ys_types,20,
worst_setup_path,crit_type,reg2out,
worst_setup_path,worst_setup_path_end_kind,primary output,
run,maxCapViolations,0,
min_path,min-delay-start,sync_chain_B2A.r_sync[0],
routing,antennaDiodeCount,0,
min_path,hold_path_class,reg2reg,
routing,viasPerCell,2.897,
pwr,max-vdd-ir-drop,0.4343,mV
routing,wl,1206,µm
worst_setup_path,worst_setup_path_start_kind,flip-flop,
pwr,finalPower,1.169,mW
pwr,leakage,0.3330,nW
final_timing,relSlewSlack,79.72,%
routing,vias,423,
run,warnings,26,
worst_setup_path,reg2reg_to,r_ack,
final_timing,tns,0,ns
logic_synthesis,ys_area,591.8,µm²
worst_setup_path,rrSetupSlack,0.28,ns
worst_setup_path,path_delay_family,buffers and inverters,
global_route,antenna_found_initial,0,
worst_setup_path,critPathRequiredTime,1.12,ns
placement,place_congestion,0.7426,
worst_setup_path,crit_start,sync_chain_A2B.r_sync[1],
logic_synthesis,ys_sh_aoi,6.765,%
routing,wl_per_cell,8.260,µm
worst_setup_path,path_buffers,1,
worst_setup_path,r2r_cells,4,
floorplan,core-area,0.005205,mm²
logic_synthesis,ys_seq_share,57.51,%
clock_network,ctsResizeCount,1,
floorplan,rows,26,
logic_synthesis,synth_warnings,2,
worst_setup_path,crit_cells,1,
floorplan,io_pins,18,
logic_synthesis,syn_area,591.8,µm²
logic_synthesis,synth-xor-area-share,0,%
final_timing,worst_slew_pin_slew,0.3033,ns
floorplan,die_x,94,µm
final_timing,slew_violations,0,
logic_synthesis,synth-seq-cells,17,
global_route,grt_pass1_vias,436,
routing,drtAntennaViolNets,0,
logic_synthesis,ys_top_logic_family,simple AND/OR/NAND/NOR gates,
min_path,worstHoldEndpoint,sync_chain_B2A.r_sync[1],
worst_setup_path,cpPeakStageDelay,0.48,ns
logic_synthesis,yosys.area_share.adder,2.114,%
final_layout,drive_gt1_share,14.47,%
clock_network,cts_hold_buffers,0,
global_route,grt_pass1_wl,1994,µm
worst_setup_path,arrival,1.05,ns
worst_setup_path,crit_fanout,4,
final_timing,clock_skew,0.003602,ns
floorplan,fp_util,11.37,%
global_route,grt_overflow_total,0,
floorplan,chipArea,0.008836,mm²
floorplan,die_y,94,µm
global_route,grt_max_degree,9,
global_route,grt_use_total,2.853,%
clock_network,path_clk_slew,0.04,ns
logic_synthesis,syn_avg_cell_area,10.76,µm²
final_timing,finalSetupViolations,0,
logic_synthesis,ys_sh_mux,6.765,%
outcome,status,completed,
routing,drc,0,
routing,dr.pass1.iters,2,
final_layout,area_growth,55.18,%
logic_synthesis,simple_gate_area_share,23.47,%
final_timing,finalHoldViolations,0,
worst_setup_path,r2r_start,state_RX,
clock_network,cts.sink_count,17,
logic_synthesis,ys_cells,55,
final_layout,lay_top_cells,"dfxtp_1, clkdlybuf4s50_1, nor2b_1",
worst_setup_path,cp_slowest_cell,clkdlybuf4s50_1,
clock_network,post_cts_buffers,0,
placement,io_buffers,16,
final_timing,rsz0062_at_grt,no,
placement,dp_hpwl,966.7,µm
clock_network,cts_tree,yes,
worst_setup_path,path_cells,clkdlybuf4s50_1,
## power by group
part	total (mW)	internal, mW	switching (mW)
Combinational	0.0811	0.0550	0.0261
Clock	0.567	0.384	0.183
Sequential	0.522	0.509	0.0128
## cell type report
type,count,area [µm²]
clock buffer,7,86.33
sequential,17,341.6
fill,598,4287
multi-input combinational,34,231.5
timing repair buffer,17,167.7
tap,70,87.58
inverter,1,3.754
## worst max-delay path by stage
| stage | end |
|---|---|
| final | r_req_sync |
| after CTS | r_req_sync |
| after global routing | f_req_sync_prev |
## Yosys cell counts
cell / count / area [µm²]
dfxtp_1: 17 / 340.3
nor2b_1: 7 / 43.79
nor2_1: 5 / 18.77
mux2i_1: 4 / 40.04
a21oi_1: 3 / 15.01
nand2b_1: 3 / 18.77
nand2_1: 2 / 7.510
or2_2: 2 / 12.51
a2111oi_2: 1 / 15.01
a311o_1: 1 / 10.01
and2_1: 1 / 6.260
and3b_1: 1 / 8.760
buf_4: 1 / 7.510
clkbuf_1: 1 / 3.750
clkbuf_2: 1 / 5.000
ha_1: 1 / 12.51
inv_1: 1 / 3.750
nand3b_1: 1 / 7.510
nor3b_1: 1 / 7.510
or2b_1: 1 / 7.510
## cells by family after synthesis
family | Yosys count
AND/OR/NAND/NOR | 24
multiplexers | 4
adder cells (fa/ha/maj) | 1
flip-flops | 17
AND-OR/OR-AND | 5
buffers and inverters | 4
## layer usage
metal | global-route usage (%) | up-vias | share of wire, %
met5 | 0 | - | 0
met4 | 0.7595 | 0 | 1.6
met3 | 2.423 | 2 | 10
met2 | 4.435 | 10 | 48
met1 | 2.814 | 190 | 40
li1 | - | 221 | -
## sequential cells by signal, summed over array words and instances (netlist names)
| register | count |
|---|---|
| o_data_B | 4 |
| state_RX | 1 |
| r_req | 1 |
| f_busy_A_prev | 1 |
| o_busy_A | 1 |
| state_TX | 3 |
| sync_chain_B2A.r_sync | 2 |
| r_ack | 1 |
| f_req_sync_prev | 1 |
| sync_chain_A2B.r_sync | 2 |
## stage by stage
| step | instance area [µm²] | cells | setup WS (ns) | utilization, % | hold WS [ns] |
|---|---|---|---|---|---|
| 2_1_floorplan | 591.8 | 55 | 0.3277 | - | 0.3489 |
| 3_3_place_gp | 830.8 | 139 | 0.07193 | 15.96 | 0.4192 |
| 3_5_place_dp | 830.8 | 139 | 0.06088 | 15.96 | 0.4285 |
| 4_1_cts | 918.4 | 146 | 0.03686 | 17.64 | 0.4387 |
| 5_1_grt | 918.4 | 146 | 0.01779 | 17.64 | 0.4572 |
| 6_report | 918.4 | 146 | 0.06603 | 17.64 | 0.4328 |
No activity file was given, so power comes from the tool's default toggle rates.
