==> /design/flow/design.v <==
`default_nettype none
module cdc_2_phase
    #
    (
        parameter int G_STAGES = 2,
        parameter int G_WIDTH   = 4
    )
    (
        input logic i_clk_A,
        input logic i_rst_A,
        input logic i_valid_A,
        input logic [G_WIDTH - 1 : 0] i_data_A,
        output logic o_ready_A,
        output logic [G_WIDTH - 1 : 0] o_data_A,
        input logic i_clk_B,
        input logic i_rst_B,
        output logic o_valid_B,
        output logic [G_WIDTH - 1 : 0] o_data_B,
        output logic f_ready_A_prev,
        output logic f_valid_B_prev
    );
    logic w_ready;
    logic w_req;
    logic w_ack;
    logic r_ack_sync;
    logic r_req_sync;
    assign w_ready = (w_req == r_ack_sync) ? 1'b1 : 1'b0;
    assign o_data_A = i_data_A;
    always_ff @(posedge i_clk_A) begin : handshake_A
        if(i_rst_A) begin
            w_req <= 1'b0;
            o_ready_A <= 1'b0;
            f_ready_A_prev <= 1'b0;
        end else begin
            o_ready_A <= w_ready;
            f_ready_A_prev <= o_ready_A;
            if(i_valid_A && w_ready)
                w_req <= ~w_req;
        end
     end
    ff_synchronizer #(.G_STAGES(G_STAGES)) sync_chain_B2A (
        .i_clk(i_clk_A),
        .i_rst(i_rst_A),
        .i_async(w_ack),
        .o_sync(r_ack_sync)
    );
    always_ff @(posedge i_clk_B) begin : handshake_B
        if(i_rst_B) begin
            w_ack <= 1'b0;
            o_valid_B <= 1'b0;
            f_valid_B_prev <= 1'b0;
        end else begin
            f_valid_B_prev <= o_valid_B;
            if (w_ack != r_req_sync) begin
                w_ack <= ~w_ack;
                o_valid_B <= 1'b1;
                o_data_B <= o_data_A;
            end else 
                o_valid_B <= 1'b0; 
        end
    end
    ff_synchronizer #(.G_STAGES(G_STAGES)) sync_chain_A2B (
        .i_clk(i_clk_B),
        .i_rst(i_rst_B),
        .i_async(w_req),
        .o_sync(r_req_sync)
    );
endmodule : cdc_2_phase
`default_nettype none
module ff_synchronizer
    #
    (
        parameter int G_STAGES = 2
    )
    (
        input logic  i_clk,
        input logic  i_rst,
        input logic  i_async,
        output logic o_sync
    );
    logic [G_STAGES - 1 : 0] r_sync;
    always_ff @(posedge i_clk) begin : sync_chain
        if(i_rst) begin
            r_sync <= '0;
        end else begin
            r_sync <= {r_sync[G_STAGES - 2 : 0], i_async};
        end
    end
    assign o_sync = r_sync[G_STAGES - 1];
endmodule : ff_synchronizer
==> /design/flow/run.sh <==
#!/bin/bash
# OpenROAD 26Q1-2900-gdf79404cd8, Yosys 0.63+post, stock flow scripts
make -C /OpenROAD-flow-scripts/flow DESIGN_CONFIG=/design/flow/config.mk WORK_HOME=/design/flow/orfs finish
==> /design/flow/config.mk <==
export PLATFORM = sky130hd
export DESIGN_NAME = cdc_2_phase
export DESIGN_NICKNAME = cdc_2_phase
export VERILOG_FILES = /design/flow/design.v
export SDC_FILE = /design/flow/constraint.sdc
export NUM_CORES = 4
export LEC_CHECK = 1
export CORE_AREA = 10 10 70 70
export DIE_AREA = 0 0 80 80
==> /design/flow/constraint.sdc <==
current_design cdc_2_phase

set clk_period 1.0
set clk_io_pct 0.2

create_clock -name clk0 -period $clk_period [get_ports {i_clk_A}]
create_clock -name clk1 -period $clk_period [get_ports {i_clk_B}]

set non_clock_inputs [all_inputs -no_clocks]
set_input_delay [expr $clk_period * $clk_io_pct] -clock clk0 $non_clock_inputs
set_output_delay [expr $clk_period * $clk_io_pct] -clock clk0 [all_outputs]
==> qor.csv <==
metric;value;unit
status;finished clean;
layout cells sized above 1;38.6;%
Rows;21;
Routed WL;1010;µm
Detail Placement HPWL;798;µm
Placer Congestion;0.753;
first-pass GRT wire length;1620;µm
Netlist cell types;9;
Seq share, synth;72.5;%
Final Setup Violations;0;
die width;80;µm
Syn Area/Cell;13.8;µm²
via/cell ratio;3.06;
R2R Path End;o_data_B[1]$_DFFE_PP_;
Startpoint Class;register;
critical path arrival;0.96;ns
Critical R2R Launch;w_ack$_SDFFE_PP0P_;
Yosys chip area;442;µm²
initial antenna violation count;0;
Slew HR;86.4;%
GR Overflow Total;0;
vias in the first global route;373;
flop2flop setup slack;0.01;ns
Crit-path slowest cell;dfxtp_2;
CP Max Fanout;4;
worst path required time;0.97;ns
# hold bufs at CTS;0;
Crit. Startpoint;w_ack$_SDFFE_PP0P_;
Global Route Usage Sum;3.38;%
Post-synth EDFFs;4;
RSZ-0062 raised after global routing;true;
cell with the most instances after synthesis;dfxtp_1;
worst-path cell chain;xnor2_2, nor2_1, buf_4;
synthesized flop and latch total;14;
reg2reg path depth;3;
tool warnings;30;
Core ar.;3420;µm²
list of most frequent post-synthesis cells;dfxtp_1, nor2b_1, buf_4, edfxtp_1, nor2_1;
pin count of the biggest net entering global routing;6;
Hold Crit Start;i_data_A[3];
clk slew on worst S/H paths;0.05;ns
DR vias;315;
IO buf count;19;
fin util;20.5;%
Critical path buffers and inverters;1;
Placed Cells;95;
chip area;6400;µm²
Crit Path Category;register to register;
Worst Setup End Kind;register;
max-cap viol count;0;
Fill cells;380;
initial DRC count;4;
DRT antenna net count;0;
Power Density;1710;nW/µm²
Final Max Slew Viols;0;
Syn Inst Count;32;
instance count on the critical path;3;
Layout area overhead;58.4;%
drc violations;0;
n_diodes;0;
TritonCTS Sinks;14;
yosys cell count;32;
Cell Count, Final, Fillers Out;103;
Pre-Place Util;12.9;%
Fin. Hold Viols;0;
crit path capture;o_data_B[1]$_DFFE_PP_;
DR pass1 iterations;2;
crit-path leading delay family;flip-flops;
slew of the pin with the lowest slew margin;0.203;ns
mapped cell area;442;µm²
path type of the worst min-delay path;input pin to register;
Async SR Flop Fraction;0;%
CTS tree;yes;
IO Pins;21;
Synth area leader;dfxtp_1;
synth top area cells;dfxtp_1, edfxtp_1, nor2b_1, buf_4, nor2_1;
Ys Warns;2;
CP max stage delay;0.33;ns
Synth Flop Type;dfxtp_1;
Area leader share;45.3;%
IR drop worst, VDD;805;µV
WL/cell;9.84;µm
skew final;0.00466;ns
Die Ht;80;µm
Pleak;0.281;nW
## worst min path at each step
stage | to | slack [ns] | cells past startpoint
after global routing | o_data_B[3]$_DFFE_PP_ | 0.27 | 1
final | o_data_B[3]$_DFFE_PP_ | 0.27 | 1
after CTS | o_data_B[3]$_DFFE_PP_ | 0.26 | 1
## metrics by stage
step | worst slack (ns) | power (mW) | setup TNS [ns] | instance area, µm² | hold slack (ns)
final | 0.0120 | 1.20 | 0 | 699 | 0.267
after global routing | -0.0279 | 1.27 | -0.111 | 699 | 0.267
after CTS | 0.00150 | 1.21 | 0 | 699 | 0.262
after detailed placement | -0.366 | 0.721 | -2.17 | 674 | 0.432
after global placement | -0.359 | 0.718 | -2.04 | 674 | 0.421
after floorplan | 0.0375 | 0.647 | 0 | 442 | 0.265
## cells by family (layout without fill, tap and decap cells)
| logic type | count (synthesis) | in the layout | synth area share, % |
|---|---|---|---|
| buffers and inverters | 4 | 29 | 6.80 |
| flip-flops | 14 | 14 | 72.5 |
| AND-OR/OR-AND | 1 | 1 | 2.83 |
| AND/OR/NAND/NOR | 11 | 11 | 13.9 |
| XOR/XNOR | 2 | 2 | 3.97 |
## routing by layer
metal | wire length (µm) | GRT usage (%)
met1 | 389 | 3.32
met5 | 0 | 0
met2 | 343 | 3.77
met3 | 281 | 5.23
met4 | 0 | 0.528
## report_power, final
group / switching [mW] / internal [mW]
Sequential: 0.00870 / 0.605
Combinational: 0.0263 / 0.0542
Clock: 0.197 / 0.304
## state kept, by name, summed over array words and instances (netlist names)
signal	flops
w_req	1
f_valid_B_prev	1
w_ack	1
sync_chain_A2B.r_sync	2
sync_chain_B2A.r_sync	2
o_valid_B	1
o_ready_A	1
o_data_B	4
f_ready_A_prev	1
## layout make-up
cell class / instances / area, µm² / area share [%]
Tap cell: 46 / 57.6 / 8.23
Sequential cell: 14 / 325 / 46.5
Clock buffer: 8 / 52.6 / 7.51
Timing Repair Buffer: 21 / 165 / 23.6
Multi-Input combinational cell: 14 / 98.8 / 14.1
## cell usage in the layout, fill, tap and decap left out, types with 2 or more instances in the layout
cell             Yosys  routed
dlygate4sd2_1        0       4
buf_2                0       6
clkdlybuf4s15_1      0       3
clkbuf_1             0       2
clkdlybuf4s50_1      0       5
dfxtp_2              0       4
buf_4                4       2
nor2_1               4       4
edfxtp_1             4       4
clkbuf_4             0       6
nor2b_1              6       6
dfxtp_1             10       6
## repair_timing
item	4_1_cts	5_1_grt
gates resized	32	5
buffers inserted	0	0
endpoints found under the setup margin	16	7
cloned	0	0
hold endpoints to repair	0	0
Power figures rest on the tool's default switching activity, not on a simulated workload.
